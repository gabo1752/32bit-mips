[flow/run.sh]
#!/bin/bash
# OpenROAD 26Q1-2900-gdf79404cd8, Yosys 0.63+post, stock flow scripts
make -C /OpenROAD-flow-scripts/flow DESIGN_CONFIG=/design/flow/config.mk WORK_HOME=/design/flow/orfs finish
[flow/config.mk]
export PLATFORM = sky130hd
export DESIGN_NAME = mux2x1
export DESIGN_NICKNAME = mux2x1
export VERILOG_FILES = /design/flow/design.v
export SDC_FILE = /design/flow/constraint.sdc
export NUM_CORES = 4
export LEC_CHECK = 1
export CORE_AREA = 10 10 70 70
export DIE_AREA = 0 0 80 80
[flow/constraint.sdc]
current_design mux2x1

set clk_period 1.0
set clk_io_pct 0.2

create_clock -name clk0 -period $clk_period

set non_clock_inputs [all_inputs -no_clocks]
set_input_delay [expr $clk_period * $clk_io_pct] -clock clk0 $non_clock_inputs
set_output_delay [expr $clk_period * $clk_io_pct] -clock clk0 [all_outputs]
[flow/design.v]
module mux2x1 (
    input   [31:0] a, b,
    input   s,
    output  [31:0] y
); 
assign y =  (s) ? a : b;
endmodule
==> run_results.csv <==
group,metric,value,unit
run_status,status,"finished, violations left",
run_status,failed_checks,"setup timing",
place,dpl_cell_area,1520,um^2
run,drv_cap,0,
timing,setup_viol,32,
power_and_ir_drop,total_power,0.000637,W
detailed_routing,wl_per_cell,15.0,um
cells_and_area,seq_cells,0,
setup_path,cp_data_arrival_time,0.97,ns
power_and_ir_drop,p_per_area,393,nW/um^2
timing,slew_headroom,0.925,
cells_and_area,final-instance-count-excl-fill,185,
floorplanning,pin_count,97,
synth,yosys_area,544,um^2
setup_path,path_class,"primary input to output port",
synth,syn_area,544,um^2
detailed_routing,firstDrtPassIters,2,
cells_and_area,drive_above_1_share,0.540,
timing,max_freq,854,MHz
synth,postSynthSeqShare,0,
global_route,track_usage,0.0767,
timing,finalClockPeriodUsage,1.17,
global_route,grt_overflow_total,0,
global_route,grt_pass1_vias,721,
floorplanning,die_h,80,um
place,place_congestion,0.758,
detailed_routing,insertedDiodeCount,0,
floorplanning,die-area,6400,um^2
timing,drv_slew,0,
synth,ys.warnings.count,0,
synth,syn_avg_cell_area,15.1,um^2
cells_and_area,final_cell_area,1620,um^2
floorplanning,die_w,80,um
detailed_routing,drtAntennaViolNets,0,
setup_path,crit_path_end_kind,"output port",
cells_and_area,clkbuf_count,0,
worst_hold_path,holdPathEnd,"y[17]",
cts,holdBufCountCts,0,
place,portBuffers,97,
setup_path,cp.required,0.80,ns
setup_path,critPathLaunchType,"primary input",
cells_and_area,final_util,0.475,
timing,fin_hold_ws,0.693,ns
global_route,grt_antenna_before_repair,0,
timing,rsz0062_at_grt,"true",
global_route,grt_max_degree,11,
timing,period_needed,1.17,ns
detailed_routing,wl,2780,um
cells_and_area,ff_latch_area,0,um^2
floorplanning,rows,21,
setup_path,path_max_fanout,1,
floorplanning,fp_util,0.159,
global_route,grt_pass1_wl,3970,um
floorplanning,core,3420,um^2
worst_hold_path,hp-start,"a[17]",
place,dpl.hpwl,2390,um
power_and_ir_drop,ir_drop,0.171,mV
timing,setup_slack,-0.171,ns
run,tool_warnings,34,
synth,synth_cell_types,4,
cells_and_area,areaGrowthSynthToFinish,198,%
synth,syn_inst,36,
place,placedCellCount,177,
detailed_routing,drc,0,
power_and_ir_drop,power.static_leakage,0.902,nW
cells_and_area,nFillCells,342,
worst_hold_path,worstHoldPathCells,3,
detailed_routing,vias,701,
synth,yosys_cells,36,
detailed_routing,drt_iter0_drc,1,
timing,worst_slew_pin_slew,0.112,ns
detailed_routing,vias_per_cell,3.79,
timing,hold_viol_final,0,
worst_hold_path,hold_class,"primary input to output port",
[cell usage after synthesis (all sizes together)]
cell type,count,share of area
buf,4,0.13
mux2,32,0.87
[area by class of cell]
cell class | count | area [um^2] | area share
tap | 46 | 57.6 | 0.0355
timing repair buffer | 107 | 1080 | 0.668
multi-input combinational | 32 | 480 | 0.296
[kinds of logic (layout without fill, tap and decap cells)]
group    after synthesis  count (layout)  synth area share
buf+inv                4             107             0.131
mux                   32              32             0.869
[repair_timing]
item                                    in CTS  in global routing
resized                                    168                 17
buffers inserted                             7                  0
endpoints found under the setup margin      32                 32
gates cloned                                 1                  0
[worst max-delay path by stage]
| stage | from | end | slack [ns] | cells after the start |
|---|---|---|---|---|
| 6_report | b[24] | y[24] | -0.17 | 3 |
| 4_1_cts | s | y[30] | -0.17 | 5 |
| 5_1_grt | s | y[14] | -0.20 | 5 |
[per-stage QoR]
stage / setup WS, ns / TNS (ns)
2_1_floorplan: 0.0669 / 0
3_3_place_gp: -0.498 / -15.30
3_5_place_dp: -0.501 / -15.33
4_1_cts: -0.172 / -4.29
5_1_grt: -0.195 / -4.70
6_report: -0.171 / -3.91
[power by group]
part           switching, W  internal (W)
combinational      0.000135      0.000502
clock                     0             0
sequential                0             0
total              0.000135      0.000502
[metal layers]
metal	vias to the layer above	global-route usage	share of wire
met2	51	0.134	0.50
met4	0	0	0
li1	344	-	-
met3	0	0.0352	0.14
met5	-	0	0
met1	306	0.0883	0.36
[critical path, stage by stage]
cell and delay, ns:
clkdlybuf4s50_1 0.39, mux2_4 0.27, buf_6 0.11
[cells in the final DEF, fill, tap and decap left out]
cell type        count
buf_2               11
buf_4                1
mux2_4              32
clkdlybuf4s50_1     11
dlymetal6s2s_1       7
buf_12               5
buf_6               22
dlygate4sd2_1       46
buf_8                3
buf_16               1
Power is estimated from default activity; no workload was simulated.
