==> /design/flow/design.v <==
module reg_file (
    input              CLK, w_en,
    input          [4:0]  A1, A2, A3,
    input          [31:0] WD3,
    output     reg [31:0] RD1, RD2
); 
reg     [31:0] mem [0:31];
always @(posedge CLK) begin
    RD1 <= mem[A1];
    RD2 <= mem[A2];
    if (w_en)
        mem[A3] <= WD3;
end
endmodule
==> /design/flow/run.sh <==
#!/bin/bash
# OpenROAD 26Q1-2900-gdf79404cd8, Yosys 0.63+post, stock flow scripts
make -C /OpenROAD-flow-scripts/flow DESIGN_CONFIG=/design/flow/config.mk WORK_HOME=/design/flow/orfs finish
==> /design/flow/config.mk <==
export PLATFORM = sky130hd
export DESIGN_NAME = reg_file
export DESIGN_NICKNAME = reg_file
export VERILOG_FILES = /design/flow/design.v
export SDC_FILE = /design/flow/constraint.sdc
export NUM_CORES = 4
export LEC_CHECK = 1
export CORE_UTILIZATION = 40
==> /design/flow/constraint.sdc <==
current_design reg_file

set clk_period 4.1
set clk_io_pct 0.2

create_clock -name clk0 -period $clk_period [get_ports {CLK}]

set non_clock_inputs [all_inputs -no_clocks]
set_input_delay [expr $clk_period * $clk_io_pct] -clock clk0 $non_clock_inputs
set_output_delay [expr $clk_period * $clk_io_pct] -clock clk0 [all_outputs]
==> flow_summary.ini <==
; yosys + openroad results
[status]
run_status = finished, final reports clean

[finish]
drive_gt1_share_pct = 10.5
top_layout_cells = 1024 x mux2i_1, 1024 x edfxtp_1, 194 x nand3_1
fin_area_mm2 = 0.0576
flow.area_growth_from_synthesis_pct = 15.1
layout.cells.non_filler = 5323
utilization_pct = 46.5

[placed_design]
placed_cell_area_mm2 = 0.0539
io_buffer_count = 112
preCtsSetupSlack_ps = 602
global_placement_routability_congestion = 0.872
detailed_place_hpwl_um = 87200
place.detailed.instances = 5113

[detailed_routing]
route.vias.total = 31400
route.detailed.drc = 0
drt_iter0_markers = 2036
final_antenna_net_count = 0
via_per_inst = 5.89
route.detailed.wl_per_inst_um = 29.1
routed_wl_um = 155000
firstDrtPassIters = 24
total_inserted_antenna_cells = 0

[cts]
clock_path_buffers = 3
cts_inserted_buffers = 111
root_buffer = clkbuf_16
level_count_of_the_clock_h_tree = 3
clock_latency_ps = 710
cts_hold_buffers = 0
clkSinkCount = 1088
tritoncts = built
clock_pin_slew_on_the_worst_setup_and_hold_paths_ps = 60
post-cts-setup-buffer-count = 0
ctsResizeCount = 0

[setup_path]
path_class = primary input to register
endpoint_kind = register
worst-endpoint-arrival_ps = 3400
worstPathMaxFanout = 62
critPathLaunchType = primary input
critPathRequiredTime_ps = 4610

[power]
totalPowerFinal_mw = 24.9
peakVddDrop_mv = 0.321
p_per_area_mw_per_mm2 = 433
leakage_nw = 21.2

[floorplan]
die.size.x_um = 356
height_of_the_chip_um = 356
core_area_mm2 = 0.124
design.portCount = 113
floorplan.initialDensity_pct = 40.4
fp.dieArea_mm2 = 0.127
floorplan.rows = 129

[global_route]
global_route.usage.total_pct = 26.2
number_of_global_route_vias_before_repair = 32800
largest_net_degree_at_the_start_of_global_routing = 70
antenna_found_initial = 5
grt_overflow = 0
grt_first_pass_wirelength_um = 222000

[run]
openroad.warnings = 26
drv_cap = 0

[logic_synthesis]
synth_area_leader_cell = edfxtp_1
syn_avg_cell_area_um2 = 14.5
yosysCellCount = 3450
syn_inst = 3450
synth.lib_cells_used.distinct = 24
synth_chip_area_mm2 = 0.0501
synth_flop_count = 1088
netlist_area_mm2 = 0.0501
post_synth_main_area_contributors = edfxtp_1 61%, mux2i_1 20%, a22oi_1 2.9%, dfxtp_1 2.6%, a22o_1 2.2%
post-synth-top-area-fraction_pct = 61.4
synth-warning-count = 1
yosys.stat.seqShare_pct = 64.0

[timing]
slew_headroom_pct = 38.5
layout_worst_path_cycle_share_pct = 70.5
timing.final.hold_violations = 0
layout_setup_ws_ps = 1210
setup_viol = 0
rsz0062_at_grt = false
totalNegativeSetupSlack_ps = 0
hold_slack_ps = 627
slew_viol_final = 0
fin_crit_ps = 2890
tightest_slew_ps = 920
max_freq_ghz = 0.346
skew_ps = 28.5

[hold_path]
min-delay-path-class = register to register
## cell usage after synthesis
master	count
buf_6	45
a21oi_1	192
nor3_1	64
a31oi_1	64
clkbuf_4	4
nand3b_1	5
nand2b_1	4
nor2_1	35
buf_1	1
dfxtp_1	64
or2_2	2
edfxtp_1	1024
nor2b_1	4
nand2_1	195
buf_4	47
a22o_1	128
clkbuf_1	86
and2_1	2
or3_1	1
buf_2	70
a22oi_1	192
nand3_1	194
mux2i_1	1024
or3b_2	3
## routing by layer
layer | global-route usage [%] | share of wire, % | vias up | wire [um]
met5 | 0.151 | 0.041 | - | 64
met4 | 6.78 | 3.1 | 10 | 4870
met3 | 14.6 | 13 | 276 | 20700
met2 | 39.8 | 47 | 1638 | 72700
met1 | 33.9 | 36 | 15500 | 56400
li1 | - | - | 13900 | -
## cell type report
type,count,area [um2]
repair buffers,279,3050
fillers,10600,66300
flip-flops and latches,1088,32000
multi-input cells,2109,16800
clock buffers,144,2980
well taps,1637,2050
clock inverters,66,734
## worst paths after layout
kind,slack [ps],cells past startpoint,start,end
max reg2reg,2490,5,mem[5][4],RD2[4]
max,1210,7,A2[2],RD2[4]
min reg2reg,630,4,mem[9][17],RD1[17]
min,630,4,mem[9][17],RD1[17]
## registers in the layout (all words and copies together), names as in the netlist
name	flops
RD2	32
RD1	32
mem	1024
## worst max-delay path: stages
cell and delay [ps]:
clkdlybuf4s50_1 620, nor2b_4 510, buf_12 420, a22o_1 220, nor3_1 50, a31oi_1 410, nand3_1 280
## power breakdown
| part | internal (mW) | switching, mW | total (mW) |
|---|---|---|---|
| Sequential | 12.4 | 0.137 | 12.5 |
| Clock | 6.01 | 4.29 | 10.3 |
| Combinational | 0.851 | 1.30 | 2.15 |
| Total | 19.2 | 5.72 | 24.9 |
## cell families (layout without fill, tap and decap cells)
| kind of cell | Yosys count | after routing | synth area share (%) |
|---|---|---|---|
| DFF | 1088 | 1088 | 64.0 |
| muxes | 1024 | 1024 | 20.5 |
| AOI/OAI and AO/OA | 576 | 576 | 7.84 |
| and+or+nand+nor | 509 | 509 | 4.59 |
| buffers and inverters | 253 | 489 | 3.13 |
Power and IR drop assume default switching activity.
