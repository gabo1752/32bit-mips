$ cat flow/config.mk
export PLATFORM = sky130hd
export DESIGN_NAME = adder
export DESIGN_NICKNAME = adder
export VERILOG_FILES = /design/flow/design.v
export SDC_FILE = /design/flow/constraint.sdc
export NUM_CORES = 4
export LEC_CHECK = 1
export CORE_AREA = 10 10 85 85
export DIE_AREA = 0 0 95 95
$ cat flow/constraint.sdc
current_design adder

set clk_period 14.5
set clk_io_pct 0.2

create_clock -name clk0 -period $clk_period

set non_clock_inputs [all_inputs -no_clocks]
set_input_delay [expr $clk_period * $clk_io_pct] -clock clk0 $non_clock_inputs
set_output_delay [expr $clk_period * $clk_io_pct] -clock clk0 [all_outputs]
$ cat flow/design.v
module adder (
    input [31:0] a, b,
    output [31:0] y
); 
assign y = a + b;
endmodule
$ cat flow/run.sh
#!/bin/bash
# OpenROAD 26Q1-2900-gdf79404cd8, Yosys 0.63+post, stock flow scripts
make -C /OpenROAD-flow-scripts/flow DESIGN_CONFIG=/design/flow/config.mk WORK_HOME=/design/flow/orfs finish
==> flow_summary.toml <==
# physical design summary
[detailed_routing]
drc = 0
routed_wirelength_um = 5770
drt-initial-drc-count = 35
wire_per_inst_um = 14.5
antenna_cells = 0
via_count = 2051
avgViaCountPerCell = 5.15
ant_nets = 0
drt_first_pass_iters = 4

[run]
warnings = 32
drv_cap = 0

[final_timing]
slew_headroom_pct = 63.1
min_period_ps = 8720
tightest_slew_ps = 540
holdWs_ps = 6830
setup_viol = 0
fmax_mhz = 115
tns_ps = 0
slew_violations = 0
hold_viol_final = 0
rsz0062_at_grt = "false"
finalCritPeriodShare_pct = 60.2

[yosys]
netlist_instances = 241
postSynthSeqShare_pct = 0
top_area_cell = "ha_1"
yosysChipArea_um2 = 1740
syn_avg_cell_area_um2 = 7.24
yosys_cells = 241
ys_warn_count = 0
netlist_area_um2 = 1740
synthDistinctLibCells = 50
top_cells_by_area = "ha_1 (22%), a21oi_1 (8.3%), a21o_1 (8.2%)"
yosysTopAreaCellShare_pct = 22.2

[global_routing]
antenna_found_initial = 0
grt_overflow_total = 0
grt_max_degree = 11
grt_pass1_wl_um = 9470
grt_usage_pct = 12.3
grt_pass1_vias = 2030

[cells_and_area]
syn_to_final_growth_pct = 57.7
seq_area_um2 = 0
drive_above_1_share_pct = 3.07
clkbuf_count = 0
stdcell_count = 398
flop-count = 0

[critical_path]
crit_type = "primary input to primary output"
worstPathMaxFanout = 4
cp-start-kind = "primary input"
crit_required_ps = 11600
crit_arrival_ps = 5820
cp-end-kind = "primary output"

[placement]
dp_hpwl_um = 5110
io_buffers = 96
dp_cells = 398
gp_congestion = 0.925

[floorplanning]
die_area_um2 = 9030
die_h_um = 95
num_io_pins = 96
num_rows = 27
coreArea_um2 = 5470
dieWidth_um = 95
initial_core_util_pct = 31.9

[clocking]
hold_buffers = 0
cts_resized = 0
post_cts_buffers = 0

[hold_path]
hold_path.class = "primary input to primary output"
holdCritStartpoint = "b[0]"
holdPathStages = 3
holdPathEnd = "y[0]"

[power_and_ir_drop]
vdd_drop_max_mv = 0.0192
power_density_nw_per_um2 = 48.2
leakagePower_nw = 1.18

[status]
status = "complete, no violations"
[through the flow]
step | instance area, um2 | power [W] | worst slack [ps] | utilization [%]
finish | 2750 | 0.000133 | 5780 | 50.3
global route | 2750 | 0.000148 | 5530 | 50.3
CTS | 2750 | 0.000135 | 5760 | 50.3
detailed placement | 2750 | 0.000134 | 5770 | 50.3
global placement | 2750 | 0.000134 | 5790 | 50.3
floorplan | 1740 | 0.0000641 | 6870 | -
[cells by family after synthesis]
| family | count (synthesis) | synth area share [%] |
|---|---|---|
| AND-OR/OR-AND | 97 | 39.3 |
| XOR/XNOR | 28 | 14.1 |
| adder cells (fa/ha/maj) | 32 | 23.4 |
| buffers and inverters | 17 | 3.80 |
| multiplexers | 2 | 1.15 |
| AND/OR/NAND/NOR | 65 | 18.3 |
[worst max-delay path, cell delays in order]
cell and delay, ps:
clkdlybuf4s50_1 400, ha_1 240, fa_1 400, a21o_1 220, a31o_2 280, nand3_1 90, o221ai_1 230, a311oi_1 330
o21bai_1 100, xor2_1 130, clkdlybuf4s50_1 500
[per-layer routing]
metal	track usage, %	part of all wire, %	up-vias
met5	0	0	-
met2	21.0	45	53
li1	-	-	1098
met1	16.6	48	900
met3	2.64	7.8	0
met4	0	0	0
[worst max-delay path by stage]
stage / from / depth (start not counted) / to / slack [ps]
5_1_grt: b[0] / 11 / y[18] / 5530
4_1_cts: a[0] / 11 / y[26] / 5760
6_report: a[0] / 11 / y[26] / 5780
[cell usage in the layout (no fill, tap or decap), types with 2 or more instances in the layout]
cell,count
clkdlybuf4s50_1,96
ha_1,31
a21oi_1,29
a21o_1,19
nand2_1,18
xor2_1,15
o21ai_0,13
xnor2_1,13
nor2_1,12
nand3_1,10
nand4_1,8
inv_1,6
o21bai_1,4
nor3_1,4
or2_2,3
a211oi_1,3
o211ai_1,3
a31oi_1,3
o21a_1,2
o221ai_1,2
nand2b_1,2
o311ai_1,2
mux2i_1,2
a311oi_1,2
[cell usage after synthesis (all sizes together) (2+ instances only)]
library cell and instances:
nand3 10, xor2 15, o21a 2, nand4 8
or2 3, xnor2 13, ha 31, a311oi 3
a21oi 29, nand2b 2, nor3 4, a211oi 3
o211ai 3, a31oi 3, buf 3, o21ai 15
mux2i 2, clkbuf 8, a21o 19, nand2 18
nor2 12, o311ai 2, o21bai 5, o221ai 2
inv 6
[final cells by class]
type,count,area (um2)
fillers,565,2720
multi-input cells,224,1680
repair buffers,96,961
well taps,72,90.1
inverters,6,22.5
[where the power goes]
| part | switching, W | internal [W] |
|---|---|---|
| logic | 0.0000524 | 0.0000802 |
| registers | 0 | 0 |
| clock network | 0 | 0 |
Power and IR drop assume default switching activity.
